$ cat design.v
module minimal_ALU(input [15:0]inA,inB , input[2:0]opc , input inC , output reg [15:0]outW , output zer,neg);
    wire [15:0] add_inB = 
    (opc==3'b000) ? inB : 
    (opc==3'b001) ? 16'd1 :
    (opc==3'b010) ? ~inB :  
    (inB>>>1);
    wire add_inC = 
    (opc==3'b000) ? inC :
    (opc==3'b010) ? 1'b1 :  
    1'b0;
    wire [15:0] add_out = inA + add_inB + add_inC;
    always @(opc,inA,inB,inC) begin
        outW=16'b0;
        case(opc)
            3'b010: outW = (add_out[15]==0) ? inA : inB;
            3'b100: outW= inA & inB;
            3'b101: outW= inA | inB;
            3'b110: outW= ~inA;
            3'b111: outW = 16'b0;
            default: outW = add_out;
        endcase
    end
    assign zer = (outW==16'b0);
    assign neg = outW[15];   
endmodule
$ cat run.sh
#!/bin/bash
# OpenROAD 26Q1-2900-gdf79404cd8, Yosys 0.63+post, stock flow scripts
make -C /OpenROAD-flow-scripts/flow DESIGN_CONFIG=/design/flow/config.mk WORK_HOME=/design/flow/orfs finish
$ cat config.mk
export PLATFORM = sky130hd
export DESIGN_NAME = minimal_ALU
export DESIGN_NICKNAME = minimal_ALU
export VERILOG_FILES = /design/flow/design.v
export SDC_FILE = /design/flow/constraint.sdc
export NUM_CORES = 4
export LEC_CHECK = 1
export CORE_AREA = 10 10 105 105
export DIE_AREA = 0 0 115 115
$ cat constraint.sdc
current_design minimal_ALU

set clk_period 12.4
set clk_io_pct 0.2

create_clock -name clk0 -period $clk_period

set non_clock_inputs [all_inputs -no_clocks]
set_input_delay [expr $clk_period * $clk_io_pct] -clock clk0 $non_clock_inputs
set_output_delay [expr $clk_period * $clk_io_pct] -clock clk0 [all_outputs]
==> qor.yml <==
die_area_um2: 13200
top_cell_area_share: 0.0963
final_max_slew_viol_count: 0
synth_area_per_cell_um2: 6.45
ys_seq_frac: 0
grt_overflow_total: 0
syn_area_um2: 2080
drive_gt1_frac: 0.0304
post_cts_buffers: 0
path_max_fanout: 35
port_buffers: 54
hp-class: "in -> out"
fin_crit_ns: 11.26
diodes: 0
regArea_um2: 0
lay_top_count: "clkdlybuf4s50_1"
synth_cell_type_count: 59
ys_cells: 322
start_kind: "input pin"
area_leaders: "o21ai_0 (9.6%), ha_1 (8.4%), a222oi_1 (7.2%)"
grt_pass1_vias: 2512
lay_top_cells: "clkdlybuf4s50_1 (54), nand2_1 (40), o21ai_0 (40)"
synth-area-yosys_um2: 2080
finalCritPeriodShare: 0.908
grt-busiest-layer: "met2"
routed_wirelength_mm: 8.20
grt_pass1_wl_mm: 13.2
fmax_mhz: 88.8
yosys_warnings: 1
coreArea_um2: 8760
first_pass_iters: 6
fin_area_um2: 2700
critPathCaptureType: "output pin"
grt_use_total: 0.118
via_per_inst: 5.85
use_met3: 0.0105
p_total_w: 0.000159
worst_pin_slew_ns: 1.05
fin_util: 0.308
max-slew-margin-rel: 0.298
maxCapViolations: 0
initCoreUtil: 0.237
nClkBuffers: 0
cts_resized: 0
setup_tns_ns: 0
seq_cells: 0
ioPinCount: 54
avgRoutedWirePerCell_um: 17.5
met2_usage: 0.191
cp.arrival_ns: 8.78
worstPathRequired_ns: 9.92
antenna_found_initial: 0
synth_area_leader_cell: "o21ai_0"
ir_drop_mv: 0.0203
syn_inst: 322
dp_hpwl_mm: 6.32
die.size.y_um: 115
fill_cells: 943
vias: 2749
grt_max_degree: 42
rsz0062_at_grt: "false"
die_w_um: 115
warnings: 32
status: "finished, final reports clean"
core.rowCount: 34
drtIter0Drc: 326
ctsHoldBuffers: 0
powerDensity_nw_per_um2: 58.8
critPathKind: "in -> out"
hold_viol: 0
hold-path-cell-count: 4
gp_congestion: 0.963
drc: 0
total_leakage_power_nw: 1.09
dpl_cell_area_um2: 2700
ant_nets: 0
area_delta_synth_final_pct: 29.8
setup_viol: 0
use_met1: 0.170
-- layer usage --
layer  up-vias  wire length (um)
met3        10               646
met1      1282              3590
met2       129              3870
met5         -                 0
met4         0               101
li1       1328                 -
-- Yosys cell counts, drive strengths merged (3+ instances only) --
cell type  count
nand2         41
o21ai         41
nor2          27
a21oi         25
inv           20
a222oi        15
ha            14
clkbuf        12
maj3          11
a21o           8
mux2i          8
xnor2          8
buf            6
nand3          6
a22oi          5
or3            5
xor2           5
and3           4
nor3           4
o2111ai        4
or4            4
a211oi         3
a221oi         3
o21a           3
o221ai         3
o22ai          3
o31ai          3
-- report_power, final --
part | switching, W | leakage (nW) | internal [W]
Clock | 0 | 0 | 0
Combinational | 0.0000834 | 1.09 | 0.0000753
Sequential | 0 | 0 | 0
Total | 0.0000834 | 1.09 | 0.0000753
-- worst paths after layout --
| kind | to | start | slack, ns |
|---|---|---|---|
| worst max-delay path | zer | opc[0] | 1.14 |
| worst min-delay path | outW[2] | inB[2] | 6.10 |
-- metrics by stage --
| step | hold WS [ns] | setup slack, ns | cells |
|---|---|---|---|
| finish | 6.10 | 1.14 | 470 |
| global route | 6.15 | 0.907 | 470 |
| CTS | 6.10 | 1.26 | 470 |
| detailed placement | 6.10 | 1.27 | 470 |
| global placement | 6.10 | 1.31 | 470 |
| floorplan | 5.06 | 3.43 | 322 |
-- cell type report --
type | count | area (um2) | area share
multi-input combinational | 282 | 1910 | 0.708
tap | 108 | 135 | 0.0501
inverter | 22 | 82.6 | 0.0306
timing repair buffer | 58 | 571 | 0.212
-- cells by family after synthesis --
kind of cell             after synthesis  share of synthesized area
AND-OR/OR-AND                        133                      0.436
AND/OR/NAND/NOR                      101                      0.233
XOR/XNOR                              13                     0.0548
buffers and inverters                 40                     0.0813
multiplexers                           8                     0.0385
adder cells (fa/ha/maj)               27                      0.157
-- worst max-delay path, stage by stage --
cell and delay (ns):
clkdlybuf4s50_1 0.40, buf_4 0.25, or2_1 0.51, nor2_1 0.89, a222oi_1 0.26, fa_1 0.48
fa_1 0.41, a21o_1 0.22, a221oi_1 0.73, o31ai_1 0.20, xnor2_1 0.21, nor2_1 0.07
a21oi_1 0.11, o21ai_0 0.17, or4b_1 0.62, nor4_2 0.26, clkdlybuf4s50_1 0.51
No activity file was given, so power comes from the tool's default toggle rates.
