==> flow/config.mk <==
export PLATFORM = sky130hd
export DESIGN_NAME = ALU1
export DESIGN_NICKNAME = ALU1
export VERILOG_FILES = /design/flow/design.v
export SDC_FILE = /design/flow/constraint.sdc
export NUM_CORES = 4
export LEC_CHECK = 1
export CORE_UTILIZATION = 50
==> flow/constraint.sdc <==
current_design ALU1

set clk_period 9.4
set clk_io_pct 0.2

create_clock -name clk0 -period $clk_period

set non_clock_inputs [all_inputs -no_clocks]
set_input_delay [expr $clk_period * $clk_io_pct] -clock clk0 $non_clock_inputs
set_output_delay [expr $clk_period * $clk_io_pct] -clock clk0 [all_outputs]
==> flow/design.v <==
module ALU1(input [15:0]inA,inB , input[2:0]opc , input inC , output reg [15:0]outW , output zer,neg);
    always @(opc,inA,inB,inC) begin
        outW=16'b0;
        case(opc)
            3'b000: outW= inA + inB +inC;
            3'b001: outW= inA + 16'd1;
            3'b010: outW = ($signed(inA) >= $signed(inB)) ? inA : inB;  
            3'b011: outW = inA + (inB >>> 1);   
            3'b100: outW= inA & inB;
            3'b101: outW= inA | inB;
            3'b110: outW= ~inA;
            3'b111: outW = 16'b0;
            default: 
            outW = 16'bx;
        endcase
    end
    assign zer = (outW==16'b0);
    assign neg = outW[15];   
endmodule
==> flow/run.sh <==
#!/bin/bash
# OpenROAD 26Q1-2900-gdf79404cd8, Yosys 0.63+post, stock flow scripts
make -C /OpenROAD-flow-scripts/flow DESIGN_CONFIG=/design/flow/config.mk WORK_HOME=/design/flow/orfs finish
==> reports/qor.csv <==
metric,value,unit
run status,"complete, no violations",
Net Sw Power,0.000115,W
Post-DRT Antenna Nets,0,
# DRC,0,
YS chip area,3140,µm²
count of unique library cells instantiated by Yosys,65,
"most used cell, CP",clkdlybuf4s50_1,
worst-path fanout max,15,
worst hold start,inB[4],
DP HPWL,7930,µm
"area leader, netlist",ha_1,
post-CTS setup buffer count,0,
core area,5990,µm²
layout cells sized above 1,0.0520,
"Cell Chain, Critical Path",clkdlybuf4s50_1 -> inv_1 -> ha_1 -> nor4_1 -> nand4_1 -> a21oi_1 -> or4_4 -> o21a_2 -> o311ai_0 -> a211oi_1 -> nand4bb_1 -> or4b_1 -> nor4b_2 -> clkdlybuf4s50_1,
Post-CTS Hold Buffers,0,
fillers,533,
mux share,0.0478,
yosys simple share,0.190,
Power Internal,0.0000983,W
post-layout period usage,0.928,
Tool Warnings,65,
critical path depth,14,
Final TNS setup,0,ps
setup violators final,0,
Dominant cell area share,0.251,
pwr/cell area,57.5,nW/µm²
Final GP Congestion,0.965,
relative slew slack,0.520,
number of global-route vias before repair,3051,
Max-Cap Viols,0,
mean routed wirelength per cell,18.3,µm
# rows,28,
Buffers on Ports,54,
Pre-Place Util,0.525,
worst path arrival time,6850,ps
drt total wl,10200,µm
first-pass GRT wire length,16000,µm
Register Area,0,µm²
Seq pwr share,0,
Top Layout Cells,"ha_1, clkdlybuf4s50_1, inv_1",
Cells after Synth,444,
initial antenna violation count,0,
maximum number of pins on one net before global-route repair,29,
DR pass1 iterations,5,
CP max-delay cell,nor4_1,
ao+oa area frac,0.343,
routed vias,3512,
Area Overhead vs Synth,18.2,%
GR Overflow Total,0,
most numerous logic cell after layout,ha_1,
"Seq/Total Area, Yosys",0,
Die Y,81.3,µm
Hold Path Cell Cnt,4,
Synth Warn #,1,
power consumption,0.000214,W
RSZ-0062 raised after global routing,false,
1st-iter DRT viols,227,
gr usage total,0.320,
Final Max Slew Viols,0,
flip-flops,0,
worst path bufs/invs,3,
"Adder Share, Synth",0.270,
f_max,115,MHz
Vias/cell,6.32,
Net Sw Frac,0.540,
critical path type,in -> out,
min-delay worst type,in -> out,
Synth Area per Inst,7.08,µm²
Worst setup EP type,primary output,
leak pwr,1.78,nW
Worst EP required,7520,ps
CP peak stage delay,670,ps
Clock Power Share,0,
CP Launch Type,input port,
area fraction in xor and xnor cells,0.0529,
CP top delay family,simple AND/OR/NAND/NOR gates,
crit path launch,inA[15],
Least-Margin Pin Slew,718,ps
Synth Cell Area,3140,µm²
cell count in the Yosys report,444,
ANT cells,0,
IO Count,54,
die area,6610,µm²
Top non-seq family,AND-OR/OR-AND gates,
Tmin final,8730,ps
final hold viol count,0,
Combinational Power Share,1.000,
worst ir drop on vdd,0.0291,mV
Die W,81.3,µm
top cells by area,"ha_1, a21oi_1, inv_1",
layout clock buffer count,0,
Resized cells post-CTS,0,
## layer usage
layer / global-route usage / share of wire / vias to the layer above
met4: 0.0518 / 0.018 / 0
met2: 0.494 / 0.44 / 159
li1: - / - / 1717
met3: 0.0479 / 0.082 / 20
met1: 0.475 / 0.46 / 1616
met5: 0 / 0 / -
## worst min-delay path: stages
cell and delay, ps:
clkdlybuf4s50_1 440, inv_1 160, o311ai_1 180, clkdlybuf4s50_1 430
## power by group through the flow
stage	Combinational, W	Sequential, W	Clock, W
6_report	0.000214	0	0
5_1_grt	0.000233	0	0
4_1_cts	0.000210	0	0
## worst paths after layout
| check | endpoint | slack, ps |
|---|---|---|
| hold / removal | outW[4] | 4970 |
| setup / recovery | zer | 670 |
## synthesized netlist by cell type, drive strengths merged (10+ instances only)
cell type,instances
ha,63
inv,48
a21oi,32
o21ai,32
nand2,23
nor2,22
o22ai,18
clkbuf,16
mux2i,15
xnor2,15
and3,14
a21o,13
nand3,12
nand2b,10
## final cells by class
class	instances	area [µm²]	area share
Tap cell	75	93.8	0.0253
Multi-Input combinational cell	371	2840	0.765
Inverter	48	180	0.0485
Timing Repair Buffer	62	601	0.162
## cell families (layout without fill, tap and decap cells)
group | Yosys count | count (layout)
adders and majority gates | 66 | 66
xor gates and xnor gates | 19 | 19
buffers and inverters | 73 | 110
and+or+nand+nor | 112 | 112
AOI/OAI and AO/OA | 159 | 159
muxes | 15 | 15
## per-stage QoR
step                      hold WS (ps)  std cells  setup slack (ps)  utilization  instance area, µm²
final                             4970        556               673        0.620                3720
after global routing              5010        556               357        0.620                3720
after CTS                         4960        556               800        0.620                3720
after detailed placement          4960        556               830        0.620                3720
after global placement            4960        556               798        0.620                3720
after floorplan                   3860        444              2050            -                3140
Power figures rest on the tool's default switching activity, not on a simulated workload.
