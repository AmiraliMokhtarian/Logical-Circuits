--- flow/design.v ---
module moore10110 (input clk, rst, j , output w);
    reg [2:0] ns,ps;
    parameter [2:0] A=3'b000 , B=3'b001 , C=3'b010 ,
    D=3'b011, E=3'b100 , F=3'b101;
    always @(j,ps) begin
        ns=A;
        case (ps)
            A: ns= j ? B : A;
            B: ns= j ? B : C;
            C: ns= j ? D : A;
            D: ns= j ? E : C;
            E: ns= j ? B : F;
            F: ns= j ? D : A;
            default: ns=A;
        endcase
    end
     assign w = (ps==F) ? 1'b1 : 1'b0;
     always @(posedge clk , posedge rst) begin
        if(rst) ps<=3'b000;
        else ps<=ns;
     end
endmodule
--- flow/config.mk ---
export PLATFORM = sky130hd
export DESIGN_NAME = moore10110
export DESIGN_NICKNAME = moore10110
export VERILOG_FILES = /design/flow/design.v
export SDC_FILE = /design/flow/constraint.sdc
export NUM_CORES = 4
export LEC_CHECK = 1
export CORE_AREA = 10 10 70 70
export DIE_AREA = 0 0 80 80
--- flow/run.sh ---
#!/bin/bash
# OpenROAD 26Q1-2900-gdf79404cd8, Yosys 0.63+post, stock flow scripts
make -C /OpenROAD-flow-scripts/flow DESIGN_CONFIG=/design/flow/config.mk WORK_HOME=/design/flow/orfs finish
--- flow/constraint.sdc ---
current_design moore10110

set clk_period 1.6
set clk_io_pct 0.2

create_clock -name clk0 -period $clk_period [get_ports {clk}]

set non_clock_inputs [all_inputs -no_clocks]
set_input_delay [expr $clk_period * $clk_io_pct] -clock clk0 $non_clock_inputs
set_output_delay [expr $clk_period * $clk_io_pct] -clock clk0 [all_outputs]
==> impl_metrics.yaml <==
# generated from flow reports
status:
  status: "finished, final reports clean"
run:
  tool_warnings: 25
  drv_cap: 0
power:
  p_total_mw: 0.346
  p_sw_mw: 0.0756
  pwr-share-clk: 0.448
  intPower_mw: 0.271
  p_seq_frac: 0.489
  swShare: 0.218
  power_frac_comb: 0.063
  leakagePower_nw: 0.127
  ir_drop_uv: 168
  powerDensity_nw_per_um2: 1100
worst_setup_path:
  cp.buffers_inverters: 1
  critPathRequiredTime_ns: 1.28
  crit_path_max_fanout: 3
  path_cells: "clkdlybuf4s50_1"
  worstSetupPathType: "reg2out"
  crit_family: "buffers and inverters"
  end_kind: "output port"
  slowest_stage: "clkdlybuf4s50_1"
  cp-start-kind: "register"
  arrival_ns: 1.07
  slowest_delay_ns: 0.47
final_timing:
  setup_viol: 0
  maxSlewViolCount: 0
  fin_setup_tns_ns: 0
  finalCriticalPeriod_ns: 1.39
  max_freq_mhz: 718
  maxSlewHeadroom: 0.860
  tightest_slew_ns: 0.210
  hold_violations: 0
  finalCritPeriodShare: 0.871
  whs_ns: 0.279
  skew_ns: 0.000785
  grt_setup_unrepaired: "no"
route:
  dr_total_vias: 136
  routed_via_density: 2.00
  drt-initial-drc-count: 9
  dr_wl_met3_um: 137
  drc: 0
  first_pass_iters: 2
  post_drt_wl_per_cell_um: 5.50
  ant_nets: 0
  routed-wl-met2_um: 111
  wl_met1_um: 114
  drt_wl_total_um: 374
  maxUsedRoutingLayer: "met4"
  diodes: 0
clocking:
  cts_setup_buffers: 0
  htreeDepth: 1
  numCtsBuffers: 3
  clock_sinks: 6
  post_cts_resized: 0
  clk_pin_slew_worst_paths_ns: 0.05
  clockRootBuffer: "clkbuf_4"
  clock_path_buffers: 2
  ctsHoldBuffers: 0
  tritoncts: "built"
  clk_latency_ns: 0.25
layout:
  largest-register: "ps"
  final_layout_size_suffix_gt1_frac: 0.182
  lay_top_cells: "5 x dfrtp_1, 3 x nor2_1, 3 x clkbuf_4, 3 x clkdlybuf4s50_1"
  lay_top_count: "dfrtp_1"
  area_growth_pct: 56.9
  reg_top3: "ps: 6 flops"
  regArea_um2: 151
  combGateArea_um2: 45.0
  largest_reg_flops: 6
  fillers: 403
yosys:
  synth-xor-area-share: 0
  syn_area_um2: 200
  yosysWarnings: 1
  synthSimpleGateAreaFrac: 0.144
  ys.flops: 6
  ys_cells: 15
  synth.area.mux_share: 0
  synth_cell_types: 9
  compound_area_frac: 0.0812
  yosys_area_um2: 200
  avgSynthCellArea_um2: 13.3
  syn_inst: 15
  ys_seq_frac: 0.756
  ys_sh_adder: 0
  top_logic_kind: "simple AND/OR/NAND/NOR gates"
floorplan:
  die_x_um: 80
  row_count: 21
  die_h_um: 80
  pin_count: 4
  fp_util: 0.0586
  coreArea_um2: 3420
  chipArea_um2: 6400
worst_hold_path:
  min_path_type: "in2async"
global_routing:
  grt_max_degree: 7
  grt_pass1_vias: 155
  grt_pass1_wl_um: 696
  track_usage: 0.0158
  antenna_found_initial: 0
  grt_overflow: 0
placed_design:
  place_congestion: 0.721
  dp_hpwl_um: 288
  port_buffers: 3
[final cells by class]
cell class | instances | share of cell area
clock buffers | 4 | 0.0837
multi-input cells | 8 | 0.143
repair buffers | 3 | 0.0956
flip-flops and latches | 6 | 0.482
well taps | 46 | 0.183
inverters | 1 | 0.0120
[cell families (layout without fill, tap and decap cells)]
family / count (synthesis) / count (layout)
DFF: 6 / 6
and+or+nand+nor: 6 / 6
AOI/OAI and AO/OA: 2 / 2
buffers and inverters: 1 / 8
[layer usage]
| layer | track usage | vias to the layer above |
|---|---|---|
| met2 | 0.0152 | 11 |
| met3 | 0.0318 | 3 |
| met1 | 0.0121 | 60 |
| met5 | 0 | - |
| met4 | 0.00528 | 0 |
| li1 | - | 62 |
[path summary, 6_finish.rpt]
path / start / to / slack, ns / cells past startpoint
hold reg to reg: ps[1] / ps[4] / 0.49 / 1
setup / recovery: ps[4] / w / 0.21 / 1
setup reg to reg: ps[3] / ps[3] / 0.82 / 1
hold / removal: rst / ps[2] / 0.28 / 2
min in group clk0: ps[1] / ps[4] / 0.49 / 1
max in group asynchronous: rst / ps[0] / 1.08 / 2
[per-stage QoR]
| step | util | cell area (um2) | worst slack (ns) | instances |
|---|---|---|---|---|
| final | 0.0919 | 314 | 0.207 | 68 |
| after global routing | 0.0919 | 314 | 0.158 | 68 |
| after detailed placement | 0.0842 | 288 | 0.466 | 64 |
| after floorplan | - | 200 | 0.848 | 15 |
| after CTS | 0.0919 | 314 | 0.195 | 68 |
| after global placement | 0.0842 | 288 | 0.473 | 64 |
[cell usage after synthesis]
library cell  instances  share of area
and2_1                1          0.031
inv_1                 1          0.019
nor2_1                3          0.056
dfstp_2               1           0.13
o21a_1                1          0.038
nor2b_1               1          0.031
o31a_1                1          0.044
nor3_1                1          0.025
dfrtp_1               5           0.63
[power by group through the flow]
| stage | sequential (mW) | clock (mW) | combinational [mW] |
|---|---|---|---|
| CTS | 0.169 | 0.160 | 0.0230 |
| global route | 0.171 | 0.177 | 0.0256 |
| finish | 0.169 | 0.155 | 0.0219 |
Power and IR drop assume default switching activity.
